## flow/design.v

```verilog
module ALU_adv( result, zero, overflow, aluSrc1, aluSrc2, invertA, invertB, operation );
  output wire[15:0] result;
  output wire zero;
  output wire overflow;
  input wire[15:0] aluSrc1;
  input wire[15:0] aluSrc2;
  input wire invertA;
  input wire invertB;
  input wire[1:0] operation;
  ALU_1bit   alu_1bit_0( result[0] , cout0 , aluSrc1[0] , aluSrc2[0] , invertA , invertB , operation , invertB, set);                                        
  ALU_1bit   alu_1bit_1( result[1] , cout1 , aluSrc1[1] , aluSrc2[1] , invertA , invertB , operation , cout0 , 1'b0); 
  ALU_1bit   alu_1bit_2( result[2] , cout2 , aluSrc1[2] , aluSrc2[2] , invertA , invertB , operation , cout1 , 1'b0); 
  ALU_1bit   alu_1bit_3( result[3] , cout3 , aluSrc1[3] , aluSrc2[3] , invertA , invertB , operation , cout2 , 1'b0); 
  ALU_1bit   alu_1bit_4( result[4] , cout4 , aluSrc1[4] , aluSrc2[4] , invertA , invertB , operation , cout3 , 1'b0); 
  ALU_1bit   alu_1bit_5( result[5] , cout5 , aluSrc1[5] , aluSrc2[5] , invertA , invertB , operation , cout4 , 1'b0); 
  ALU_1bit   alu_1bit_6( result[6] , cout6 , aluSrc1[6] , aluSrc2[6] , invertA , invertB , operation , cout5 , 1'b0); 
  ALU_1bit   alu_1bit_7( result[7] , cout7 , aluSrc1[7] , aluSrc2[7] , invertA , invertB , operation , cout6 , 1'b0); 
  ALU_1bit   alu_1bit_8( result[8] , cout8 , aluSrc1[8] , aluSrc2[8] , invertA , invertB , operation , cout7 , 1'b0); 
  ALU_1bit   alu_1bit_9( result[9] , cout9 , aluSrc1[9] , aluSrc2[9] , invertA , invertB , operation , cout8 , 1'b0);
  ALU_1bit   alu_1bit_10( result[10] , cout10 , aluSrc1[10] , aluSrc2[10] , invertA , invertB , operation , cout9 , 1'b0);
  ALU_1bit   alu_1bit_11( result[11] , cout11 , aluSrc1[11] , aluSrc2[11] , invertA , invertB , operation , cout10 , 1'b0); 
  ALU_1bit   alu_1bit_12( result[12] , cout12 , aluSrc1[12] , aluSrc2[12] , invertA , invertB , operation , cout11 , 1'b0); 
  ALU_1bit   alu_1bit_13( result[13] , cout13 , aluSrc1[13] , aluSrc2[13] , invertA , invertB , operation , cout12 , 1'b0); 
  ALU_1bit   alu_1bit_14( result[14] , cout14 , aluSrc1[14] , aluSrc2[14] , invertA , invertB , operation , cout13 , 1'b0); 
  ALU_1bit_special_adv alu_1bit_15( set, overflow , result[15] , cout15 , aluSrc1[15] , aluSrc2[15] , invertA , invertB , operation , cout14 , 1'b0);    
  or   or1( or_zero, result[0] , result[1] , result[2] , result[3] , result[4] , result[5] , result[6] , result[7] , result[8] , result[9] ,result[10] ,result[11] , result[12] 
  , result[13] , result[14] ,result[15]) ;
  not not1(zero, or_zero);              
endmodule
module ALU_1bit( result, carryOut, a, b, invertA, invertB, aluOp, carryIn, less);
  output wire result;
  output wire carryOut;
  input wire a;
  input wire b;
  input wire invertA;
  input wire invertB;
  input wire [1:0] aluOp;
  input wire less;
  input wire carryIn;
  wire wire_a;
  wire wire_b;
  wire r_and;
  wire r_fulladder;
  wire r_or;
  wire _a ;
  wire _b ;
  assign  _a = ~a ;
  assign  _b = ~b ;
  assign wire_a = (invertA) ? _a : a ;       
  assign wire_b = (invertB) ? _b : b ;       
  Full_adder full_adder( r_fulladder , carryOut , carryIn , wire_a , wire_b );    
  assign r_and = wire_a & wire_b ;
  assign r_or = wire_a | wire_b ;
  assign result = ( aluOp == 2'b00) ? r_and :                    
                     ( aluOp == 2'b01 ) ? r_or :                 
                        ( aluOp == 2'b10 ) ? r_fulladder :       
                           ( aluOp == 2'b11 ) ? less : 2'bxx ;   
 endmodule
module ALU_1bit_special_adv( set, overflow , result, carryOut, a, b, invertA, invertB, aluOp, carryIn, less);
  output wire result;
  output wire carryOut;
  output wire set,overflow;
  input wire a;
  input wire b;
  input wire invertA;
  input wire invertB;
  input wire [1:0] aluOp;
  input wire less;
  input wire carryIn;
   wire wire_a;
  wire wire_b;
  wire r_and;
  wire r_or;
  wire _a ;
  wire _b ;
  wire r_fulladder;
 assign  _a = ~a ;
  assign  _b = ~b ;
  assign wire_a = (invertA) ? _a : a ;       
  assign wire_b = (invertB) ? _b : b ;       
 Full_adder full_adder( r_fulladder , carryOut , carryIn , wire_a , wire_b );    
  assign r_and = wire_a & wire_b ;
  assign r_or = wire_a | wire_b ;                              
  xor xor1( overflow , carryIn , carryOut );                                   
  assign set = ( overflow == 1'b1 ) ? carryOut : r_fulladder ;
  assign result = ( aluOp == 2'b00) ? r_and :                    
                     ( aluOp == 2'b01 ) ? r_or :                 
                        ( aluOp == 2'b10 ) ? r_fulladder :       
                           ( aluOp == 2'b11 ) ? less : 2'bxx ;   
 endmodule
module Full_adder(sum,cout,cin,inp1,inp2);
input cin, inp1, inp2;
output sum,cout;
and and1(inp1_2,inp1,inp2);  
and and2(cin_inp1,cin,inp1);  
and and3(cin_inp2,cin,inp2);  
or or1(or_wire,inp1_2,cin_inp1);  
or or2(cout,or_wire,cin_inp2);  
xor xor1(xor_wire,cin,inp1);  
xor xor2(sum,xor_wire,inp2);  
endmodule
```

## flow/run.sh

```bash
#!/bin/bash
# OpenROAD 26Q1-2900-gdf79404cd8, Yosys 0.63+post, stock flow scripts
make -C /OpenROAD-flow-scripts/flow DESIGN_CONFIG=/design/flow/config.mk WORK_HOME=/design/flow/orfs finish
```

## flow/config.mk

```make
export PLATFORM = sky130hd
export DESIGN_NAME = ALU_adv
export DESIGN_NICKNAME = ALU_adv
export VERILOG_FILES = /design/flow/design.v
export SDC_FILE = /design/flow/constraint.sdc
export NUM_CORES = 4
export LEC_CHECK = 1
export CORE_UTILIZATION = 30
```

## flow/constraint.sdc

```tcl
current_design ALU_adv

set clk_period 7.7
set clk_io_pct 0.2

create_clock -name clk0 -period $clk_period

set non_clock_inputs [all_inputs -no_clocks]
set_input_delay [expr $clk_period * $clk_io_pct] -clock clk0 $non_clock_inputs
set_output_delay [expr $clk_period * $clk_io_pct] -clock clk0 [all_outputs]
```

==> run notes <==
Flow results are below.

- The number of distinct library cells after synthesis is 26, for reference.
- Per the synthesis report, the dominant area consumer among library cells is sky130_fd_sc_hd__fa_1.
- The total detailed-routing wirelength is about 2800 um, for reference.
- From left edge to right edge, the die measures 66.0 um.
- The first global-routing pass estimated 4640 um of wire.
- For this run, the chip area from Yosys synthesis comes to 1230 um2.
- The vertical die dimension reported for this design is 66.0 um.
- The initial antenna violation count was 0.
- The area growth from synthesis to layout is 58.3%, for reference.
- The total routing resource utilization after global routing is 13.5%, for reference.
- The sequential standard cell area is 0 um2, for reference.
- Data on the critical path is required at its endpoint by between 6 and 7 ns.
- The number of max-capacitance violations reported is 0, for reference.
- Averaged over all synthesized cells, the footprint is 9.37 um2.
- Per the final report, max-transition violations number 0.
- The number of diodes added for antenna fixing is 0, for reference.
- The library cell used most frequently in the layout, excluding fill and tap cells, is sky130_fd_sc_hd__clkdlybuf4s50_1.
- The critical path is of the input pin to primary output type.
- At the pin with the least slew margin, the transition time is 0.726 ns.
- The maximum fanout count along the critical path is 2, for reference.
- The largest net degree at the start of global routing is 20, for reference.
- The number of fill cells in the layout is 331, for reference.
- Synthesis produced a netlist whose cell count is around 130.
- In this run the VDD rail shows a maximum IR drop of 0.0000442 V.
- In the Yosys report the total cell count is around 130.
- The iteration count of the initial detailed-routing pass is 4, for reference.
- The highest clock rate this design can be run at is 106 MHz.
- The share of the core area taken by cells at floorplan is 32.3%.
- The number of stages on the worst setup path is 25, for reference.
- The flow ran to the end, but the final reports show violations.
- In the final report, the number of hold violations comes to 0.
- Once routing completed, OpenROAD measured the worst setup slack at -1.73 ns.
- On the final layout, the worst hold slack is 3.76 ns.
- The cell type with the highest occurrence count on the critical path is sky130_fd_sc_hd__fa_2, for reference.
- The final layout contains a sequential cell count of 0.
- Summing the sequential cell areas from Yosys gives 0% of the chip area.
- The post-route netlist has 37.2% of its cells at a drive strength greater than 1.
- Power spread over the standard cell area amounts to 97.3 nW/um2.
- The number of global-route vias before repair is 1053, for reference.
- Once iteration 0 of detailed routing completed, the report listed 28 DRC markers.
- The number of hold buffers added after CTS was 0.
- The count of synthesis-stage warnings from yosys is 23, for reference.
- The total number of placement rows is 22, for reference.
- In the post-synthesis netlist, the biggest area contributors are sky130_fd_sc_hd__fa_1 (26%), sky130_fd_sc_hd__xnor2_1 (14%), sky130_fd_sc_hd__maj3_1 (11%).
- The final reports fail on negative setup slack.
- The congestion estimate from routability-driven global placement came to a little under 0.9.
- The remaining global-route overflow is 0, for reference.
- The layout has 0 clock buffers.
- After layout, the worst path uses 123% of the clock period.
- The antenna violation net count after detailed routing is 0, for reference.
- The last element of the critical path is zero, for reference.
- The kind of launch point of the worst setup path is an input pin, for reference.
- Among cell families on the critical path, the largest total delay comes from adder cells.
- Before any placement, the netlist area is recorded as 1230 um2.
- The core area is 3800 um2, for reference.
- The number of warnings the tools reported is 36, for reference.
- In this run the worst setup path begins at aluSrc1[0].
- The combinational gate area is 1120 um2, for reference.
- The shortest period the worst path allows is roughly 9.4 ns, for reference.
- The ratio of routed vias to standard cells is 4.63, for reference.
- The leakage dissipation is 0.739 nW, for reference.
- The routed length per placed instance is between 10 and 15 um, for reference.
- In this run the count of I/O pins placed on the die edge is 54.
- The full die area is 4350 um2, for reference.
- Leaving out fill and tap cells, the most frequent cells in the layout are sky130_fd_sc_hd__clkdlybuf4s50_1 (44), sky130_fd_sc_hd__buf_4 (26), sky130_fd_sc_hd__xnor2_1 (18).
- The final tally of setup violations is 9, for reference.
- The count of unresolved DRC violations after routing is 0, for reference.
- The sum of net half-perimeters after detailed placement is 2300 um, for reference.
- The pre-CTS setup slack is -2.62 ns, for reference.
- The endpoint arrival time on the critical path is 7.89 ns, for reference.
- The worst setup path is captured at a primary output.
- The share of synthesized area in the top cell type comes to 26.1%.
- Among all stages on the critical path, the maximum delay recorded is 0.39 ns.
- The quantity of I/O buffers inserted on ports is around 54, for reference.
- The via total after detailed routing is 1092, for reference.
- The worst-case headroom to the max-slew limit is 51.5%, for reference.
- The critical path buffer and inverter count is 4, for reference.
- The type of the worst min-delay path is input pin to primary output, for reference.
- Setup repair after global routing could not meet its margin everywhere.
- The slowest cell on the critical path is sky130_fd_sc_hd__fa_2, for reference.
-- layer usage --
metal / up-vias / GRT usage (%) / wire length, um
met2: 33 / 22.7 / 1410
met1: 520 / 20.5 / 1280
met3: 0 / 1.40 / 165
li1: 539 / - / -
met4: 0 / 0 / 0
met5: - / 0 / 0
-- cells by family after synthesis --
group | after synthesis | synth area share (%)
AND/OR/NAND/NOR | 14 | 5.81
AND-OR/OR-AND | 21 | 10.5
XOR/XNOR | 33 | 28.1
buffers and inverters | 32 | 17.2
adder cells (fa/ha/maj) | 30 | 37.5
multiplexers | 1 | 0.816
-- timing repair --
action | CTS | global route
setup endpoints to repair | 10 | 10
gates cloned | 0 | 0
pin swaps | 23 | 24
buffers inserted | 4 | 3
resized | 29 | 18
-- how the worst min path moves through the flow --
| stage | startpoint | endpoint | cells past startpoint |
|---|---|---|---|
| 6_report | aluSrc2[0] | result[0] | 7 |
| 5_1_grt | aluSrc2[0] | result[0] | 7 |
| 4_1_cts | aluSrc2[0] | result[0] | 7 |
-- synth_stat cells, drive strengths merged --
cell	instances
nor2	3
nor4	2
o22ai	13
xnor2	26
o21bai	1
nand3	1
o21ai	3
a211oi	2
and3	1
a21oi	2
nand2	2
or3	1
inv	8
xor2	7
mux2i	1
buf	21
fa	16
nor3	3
clkbuf	3
maj3	14
or4	1
-- area by class of cell --
| class | instances | area share, % |
|---|---|---|
| multi-input combinational | 99 | 57.8 |
| timing repair buffer | 81 | 37.5 |
| tap | 48 | 3.09 |
| inverter | 8 | 1.55 |
-- per-stage QoR --
stage	utilization, %	setup TNS (ns)	power [W]	instances	instance area, um2
detailed placement	49.6	-16.04	0.000184	232	1880
floorplan	-	-7.48	0.000117	131	1310
CTS	50.7	-13.95	0.000190	235	1920
global placement	49.6	-15.91	0.000183	232	1880
finish	51.2	-9.66	0.000189	236	1940
global route	51.2	-11.31	0.000212	236	1940
-- power breakdown --
part           switching, W  internal, W  total [W]
registers                 0            0          0
logic             0.0000745     0.000114   0.000189
clock network             0            0          0
total             0.0000745     0.000114   0.000189
Power is estimated from default activity; no workload was simulated.
